`flow/config.mk`:
```
export PLATFORM = sky130hd
export DESIGN_NAME = pipeline_register_ExecuteMemory
export DESIGN_NICKNAME = pipeline_register_ExecuteMemory
export VERILOG_FILES = /design/flow/design.v
export SDC_FILE = /design/flow/constraint.sdc
export NUM_CORES = 4
export LEC_CHECK = 1
export CORE_AREA = 10 10 126 126
export DIE_AREA = 0 0 136 136
```
`flow/run.sh`:
```
#!/bin/bash
# OpenROAD 26Q1-2900-gdf79404cd8, Yosys 0.63+post, stock flow scripts
make -C /OpenROAD-flow-scripts/flow DESIGN_CONFIG=/design/flow/config.mk WORK_HOME=/design/flow/orfs finish
```
`flow/design.v`:
```
module pipeline_register_ExecuteMemory(
	input logic clk,
	input logic Emod,  
	input logic [15:0] Ehi, Elo,  
	input logic [15:0] Ealu,  
	input logic [15:0] Edmwrite,  
	input logic Ewe3,  
	input logic Ewe,  
	input logic [1:0] Eregdata,  
	input logic [3:0] Ewriteadd,  
	input logic [15:0] Emodout,  
	output logic [15:0] Mhi, Mlo,  
	output logic [15:0] Malu,  
	output logic [15:0] Mdmwrite,  
	output logic Mwe3,  
	output logic Mwe,  
	output logic [1:0] Mregdata,  
	output logic [3:0] Mwriteadd,  
	output logic [15:0] Mmodout,  
	output logic Mmod  
	);
	reg [15:0] plr_DE1[3:0];
	reg [1:0] plr_DE2 [1:0];
	reg [1:0] plr_DE3;
	reg [3:0] plr_DE4;
	reg [15:0] plr_DE5;  
	reg plr_DE6;  
	always_ff@(posedge clk) begin 
		plr_DE1[0] <= Ehi;
		plr_DE1[1] <= Elo;
		plr_DE1[2] <= Ealu;
		plr_DE1[3] <= Edmwrite;
		plr_DE2[0] <= Ewe3;
		plr_DE2[1] <= Ewe;
		plr_DE3 <= Eregdata;	
		plr_DE4 <= Ewriteadd;	
		plr_DE5 <= Emodout;
		plr_DE6 <= Emod;
	end
	assign Mhi = plr_DE1[0];
	assign Mlo = plr_DE1[1];
	assign Malu = plr_DE1[2];
 	assign Mdmwrite = plr_DE1[3];
	assign Mwriteadd = plr_DE4;
	assign Mwe3 = plr_DE2[0]; 
	assign Mwe = plr_DE2[1];
	assign Mregdata = plr_DE3;
	assign Mmodout = plr_DE5;
	assign Mmod = plr_DE6;
endmodule
```
`flow/constraint.sdc`:
```
current_design pipeline_register_ExecuteMemory

set clk_period 1.0
set clk_io_pct 0.2

create_clock -name clk0 -period $clk_period [get_ports {clk}]

set non_clock_inputs [all_inputs -no_clocks]
set_input_delay [expr $clk_period * $clk_io_pct] -clock clk0 $non_clock_inputs
set_output_delay [expr $clk_period * $clk_io_pct] -clock clk0 [all_outputs]
```
==> impl_metrics.ini <==
; implementation run metrics
[global_routing]
groute.usage.overall_pct = 6.71
grt_first_pass_wirelength_mm = 9.18
overflow = 0
first_global_vias = 1486
antenna_found_initial = 0
grt_max_degree = 15

[power_and_ir_drop]
p_leak_nw = 1.61
power_density_nw_per_um2 = 2100
vdd_ir_drop_max_mv = 0.613

[placed_design]
io_buffers = 178
place_ws_ns = -0.0384
gp_congestion = 0.727

[timing]
tightest_slew_ns = 0.110
fin_crit_ns = 0.959
finalHoldViolCount = 0
relSlewSlack_pct = 92.6
max_freq_mhz = 1040
worst_slack_ns = 0.0407
setup_violations = 0
rsz0062_at_grt = true
post-route-period-util_pct = 95.9
holdWs_ns = 0.295
slew_violations = 0

[setup_path]
worst-path-max-fanout = 1
cp_num_buf_inv = 1
crit_required_ns = 0.80
crit_slowest_cell = dfxtp_2
setup.worst_path.end_class = output port
critPathLaunchType = register
crit_family = flip-flops
critPathKind = register to output port
startpoint = plr_DE5[3]
cp.arrival_ns = 0.76
worstPathCellList = buf_6
cp_slowest_stage_delay_ns = 0.32

[synth]
area_leaders = dfxtp_1 (100%)
synth-simple-area-share_pct = 0
synth_top_area_share_pct = 100
synthMuxAreaShare_pct = 0
yosysWarnings = 3
ys_cells = 89
avgSynthCellArea_um2 = 20.0
syn_inst = 89
yosysSeqAreaShare_pct = 100
syn_area_um2 = 1780
numSynthFlops = 89
top_area_cell = dfxtp_1
xor_share_pct = 0
yosysChipArea_um2 = 1780
ys_sh_adder_pct = 0
ys_sh_aoi_pct = 0
synth_cell_types = 1

[cts]
clock-sinks = 89
numCtsBuffers = 9
cts-hold-fix-buffers = 0
cts_setup_buffers = 0
cts_tree = done
cts_max_level = 3
clock-root-buffer = clkbuf_16
cts_buffer_depth = 2
clk_pin_slew_worst_paths_ns = 0.06

[drt]
drt_iter0_drc = 20
vias = 1331
dr.pass1.iters = 3
viasPerCell = 2.90
wl_mm = 6.62
ant_nets = 0
num_antenna_cells = 0
wl_per_cell_um = 14.4
drc = 0

[die]
coreArea_um2 = 13200
pin_count = 179
die_area_um2 = 18500
fp_util_pct = 13.5
fp.dieW_um = 136
die.size.y_um = 136
rows = 42

[status]
status = finished, final reports clean

[finish]
final_util_pct = 28.0
area_growth_pct = 107
fill_cells = 1359
drive_above_1_share_pct = 40.6
logic_gate_count = 0
comb_area_um2 = 0

[worst_hold_path]
hp-start = Ehi[5]
hold_path_class = primary input to register

[job]
warnings = 27
drv_cap = 0
==> path summary, 6_finish.rpt <==
| kind | to | slack (ns) | depth (start not counted) |
|---|---|---|---|
| worst min-delay path | plr_DE1[0][5] | 0.30 | 1 |
| worst max-delay path | Mmodout[3] | 0.04 | 1 |
==> flip-flops by register name, summed over array words and instances, names as in the netlist <==
signal and flops:
plr_DE1 64, plr_DE2 2, plr_DE3 2, plr_DE4 4, plr_DE5 16, plr_DE6 1
==> kinds of logic (layout without fill, tap and decap cells) <==
| family | after synthesis | count (layout) |
|---|---|---|
| buffers and inverters | 0 | 194 |
| DFF | 89 | 89 |
==> per-stage QoR <==
| step | TNS, ns | total power [mW] | instances | cell area (um^2) |
|---|---|---|---|---|
| after CTS | -0.00213 | 7.94 | 459 | 3660 |
| after detailed placement | -0.190 | 4.56 | 443 | 3780 |
| after global placement | -0.186 | 4.56 | 443 | 3780 |
| final | 0 | 7.76 | 459 | 3690 |
| after floorplan | 0 | 3.81 | 89 | 1780 |
| after global routing | -0.0183 | 8.15 | 459 | 3690 |
==> layer usage <==
metal / global-route usage, % / share of wire, % / vias up
li1: - / - / 651
met1: 6.95 / 35 / 567
met2: 10.6 / 46 / 106
met3: 5.32 / 17 / 7
met4: 1.24 / 1.6 / 0
met5: 0 / 0 / -
==> power by group <==
part,total (mW),switching [mW],internal (mW)
combinational,0.514,0.0881,0.426
clock,3.47,1.30,2.17
sequential,3.78,0.0400,3.74
total,7.76,1.42,6.34
==> placed cells by master (no fill, tap or decap) <==
| cell | instances |
|---|---|
| buf_2 | 84 |
| buf_6 | 5 |
| bufinv_16 | 2 |
| clkbuf_1 | 1 |
| clkbuf_16 | 9 |
| clkdlybuf4s50_1 | 89 |
| clkinv_2 | 3 |
| clkinvlp_4 | 1 |
| dfxtp_1 | 78 |
| dfxtp_2 | 11 |
==> cell usage after synthesis <==
master / n
dfxtp_1: 89
==> timing repair <==
action,4_1_cts,5_1_grt
endpoints found under the setup margin,89,9
gates cloned,0,0
resized,288,9
==> area by class of cell <==
cell class            instances  area (um^2)  area share, %
Clock buffer                 10          229           6.20
Timing Repair Buffer        178         1370           37.0
Tap cell                    176          220           5.96
Sequential cell              89         1800           48.6
Clock inverter                6         82.6           2.24
No activity file was given, so power comes from the tool's default toggle rates.
